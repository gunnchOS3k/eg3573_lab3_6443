## design.v

```verilog
module down_counter(
    input clk,          
    input reset,        
    output reg [4:0] out  
);
    always @(posedge clk or posedge reset) begin
        if (reset) begin
            out <= 5'b11111;
        end else begin
            out <= out - 1;
        end
    end
endmodule
```

## run.sh

```bash
#!/bin/bash
# OpenROAD 26Q1-2900-gdf79404cd8, Yosys 0.63+post, stock flow scripts
make -C /OpenROAD-flow-scripts/flow DESIGN_CONFIG=/design/flow/config.mk WORK_HOME=/design/flow/orfs finish
```

## config.mk

```make
export PLATFORM = sky130hd
export DESIGN_NAME = down_counter
export DESIGN_NICKNAME = down_counter
export VERILOG_FILES = /design/flow/design.v
export SDC_FILE = /design/flow/constraint.sdc
export NUM_CORES = 4
export LEC_CHECK = 1
export CORE_AREA = 10 10 70 70
export DIE_AREA = 0 0 80 80
```

## constraint.sdc

```tcl
current_design down_counter

set clk_period 1.1
set clk_io_pct 0.2

create_clock -name clk0 -period $clk_period [get_ports {clk}]

set non_clock_inputs [all_inputs -no_clocks]
set_input_delay [expr $clk_period * $clk_io_pct] -clock clk0 $non_clock_inputs
set_output_delay [expr $clk_period * $clk_io_pct] -clock clk0 [all_outputs]
```

==> impl_metrics.ini <==
; physical design summary
[status]
outcome = finished with violations
violations = setup timing

[final_timing]
layout_min_cycle_time_ns = 1.15
max_freq_mhz = 866
slew_headroom = 0.867
setup_ws_ns = -0.0542
hold_ws_ns = 0.395
maxSlewViolCount = 0
finalSetupTns_ns = -0.0849
rsz0062_at_grt = true
final-hold-violation-count = 0
tightest_slew_ns = 0.199
setup_viol = 2
clock_skew_ns = 0.00418
period_used_share = 1.05

[power]
power.share.switching = 0.212
pwr-share-seq = 0.448
combPwrFrac = 0.018
p_leak_nw = 0.189
intPower_uw = 326
finalPower_uw = 414
ir_drop_mv = 0.514
power.density_nw_per_um2 = 945
switchingPower_uw = 87.6
clkPwrFrac = 0.534

[drt]
routedWlPerCell_um = 6.87
num_vias = 180
viasPerCell = 2.20
diodes = 0
drt_iter0_markers = 2
firstDrtPassIters = 2
drt_wl_total_um = 563
drc_errors = 0
ant_nets = 0

[critical_path]
slowest_stage = dfstp_2
crit_end = out[4]$_DFF_PP1_
path_max_fanout = 2
r2r_end = out[4]$_DFF_PP1_
reg2reg_from = out[0]$_DFF_PP1_
path_class = reg2reg
cp-start-kind = flip-flop
critPathMaxStageDelay_ns = 0.53
cp.arrival_ns = 1.33
r2r_cells = 5
path_cells = buf_6, inv_4, ha_4, nor3b_4, xor2_1
r2r_setup_slack_ns = -0.05
end_kind = flip-flop
required_ns = 1.28
crit_start = out[0]$_DFF_PP1_

[final_layout]
utilization = 0.128
most-common-layout-cells = 9 x buf_4, 5 x dfstp_2, 5 x buf_2
mostFrequentLayoutCell = buf_4
final_cell_area_sq_um = 438
fill_cells = 404
regMostFlops = out
largest_register_ffs = 5
top_regs = out: 5 flops
area_growth_pct = 111
final_layout_size_suffix_gt1_frac = 0.806

[global_routing]
grtUsageTotal = 0.0202
grt-ovfl-total = 0
antenna_found_initial = 0
grt_max_degree = 6
grt_pass1_wl_um = 952
grt_pass1_vias = 214

[cts]
clk_pin_slew_ns = 0.04
clock_path_buffers = 2
clock_latency_ns = 0.25
cts_root_buf = clkbuf_4
cts_tree = yes
cts_buffers = 3
cts.sinks = 5
cts_max_level = 1
cts_hold_buf = 0

[synthesis]
syn-mean-instance-area_sq_um = 13.8
ys_types = 6
ys_area_sq_um = 208
yosysWarnings = 1
syn-instance-count = 15
numSynthFlops = 5
ys_cells = 15
yosys.stat.seqShare = 0.633
netlist_area_sq_um = 208

[die]
io_pins = 7
fp_util = 0.0608
fp-row-count = 21
core-area_sq_um = 3420
dieHeight_um = 80
die_x_um = 80
chipArea_sq_um = 6400

[place]
gp_congestion = 0.687
place.detailed.hpwl_um = 427
io_buffers = 6
dpl-instance-area_sq_um = 380

[flow_run]
warnings = 27
drv_cap = 0

[worst_hold_path]
min_path_type = in2async
area by class of cell:
| cell class | count | area [sq um] | area share |
|---|---|---|---|
| Tap cell | 46 | 57.6 | 0.131 |
| Inverter | 4 | 17.5 | 0.0400 |
| Sequential cell | 5 | 131 | 0.300 |
| Timing Repair Buffer | 17 | 125 | 0.286 |
| Multi-Input combinational cell | 6 | 80.1 | 0.183 |
| Clock buffer | 4 | 26.3 | 0.0600 |
per-stage QoR:
step	std cells	setup WS, ns
floorplan	15	0.00251
global placement	74	-0.117
CTS	82	-0.0721
global route	82	-0.0961
finish	82	-0.0542
detailed placement	74	-0.121
timing repair:
action | CTS | global route
gates resized | 22 | 0
setup endpoints to repair | 7 | 7
cloned | 0 | 0
pin swaps | 2 | 2
buffers inserted | 4 | 0
kinds of logic (layout without fill, tap and decap cells):
kind of cell | after synthesis | count (layout) | synth area share
flops | 5 | 5 | 0.633
xor+xnor | 3 | 3 | 0.127
buf+inv | 4 | 25 | 0.0723
simple gates | 2 | 2 | 0.108
fa+ha+maj | 1 | 1 | 0.0602
power groups by stage:
stage         Clock (mW)  Combinational, mW  Sequential, mW
CTS                0.224            0.00751           0.185
global route       0.255            0.00827           0.185
finish             0.221            0.00731           0.185
synth_stat cells:
master,instances,area share
dfstp_2,5,0.63
nor3_2,1,0.048
ha_1,1,0.060
inv_1,4,0.072
nor3b_2,1,0.060
xor2_1,3,0.13
worst max-delay path, delay by kind of cell, from the launching register on:
family / cells / cell delay, ns
xor+xnor: 1 / 0.13
simple gates: 1 / 0.14
fa+ha+maj: 1 / 0.14
flops: 1 / 0.53
buf+inv: 2 / 0.13
layer usage:
| metal | vias up | routed length [um] | share of wire | global-route usage |
|---|---|---|---|---|
| met2 | 10 | 166 | 0.29 | 0.0193 |
| met4 | 0 | 8 | 0.014 | 0.00528 |
| li1 | 86 | - | - | - |
| met3 | 3 | 62 | 0.11 | 0.0182 |
| met5 | - | 0 | 0 | 0 |
| met1 | 81 | 326 | 0.58 | 0.0295 |
worst min-delay path by stage:
stage         startpoint               end  slack [ns]  depth (start not counted)
CTS                reset  out[4]$_DFF_PP1_        0.40                          2
global route       reset  out[4]$_DFF_PP1_        0.42                          2
finish             reset  out[4]$_DFF_PP1_        0.39                          2
No activity file was given, so power comes from the tool's default toggle rates.
