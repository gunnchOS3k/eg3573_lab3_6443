==> design.v <==
module adder_subtractor(
    input [3:0] A,  
    input [3:0] B,  
    input adsu,     
    output [3:0] Result,  
    output CarryOut  
);
    wire [3:0] B_inverted;
    wire carry_in;
    assign B_inverted = adsu ? B : ~B;
    assign carry_in = adsu ? 0 : 1;
    wire [4:0] sum = {1'b0, A} + {1'b0, B_inverted} + carry_in;
    assign Result = sum[3:0];
    assign CarryOut = sum[4];
endmodule
==> run.sh <==
#!/bin/bash
# OpenROAD 26Q1-2900-gdf79404cd8, Yosys 0.63+post, stock flow scripts
make -C /OpenROAD-flow-scripts/flow DESIGN_CONFIG=/design/flow/config.mk WORK_HOME=/design/flow/orfs finish
==> config.mk <==
export PLATFORM = sky130hd
export DESIGN_NAME = adder_subtractor
export DESIGN_NICKNAME = adder_subtractor
export VERILOG_FILES = /design/flow/design.v
export SDC_FILE = /design/flow/constraint.sdc
export NUM_CORES = 4
export LEC_CHECK = 1
export CORE_AREA = 10 10 70 70
export DIE_AREA = 0 0 80 80
==> constraint.sdc <==
current_design adder_subtractor

set clk_period 2.1
set clk_io_pct 0.2

create_clock -name clk0 -period $clk_period

set non_clock_inputs [all_inputs -no_clocks]
set_input_delay [expr $clk_period * $clk_io_pct] -clock clk0 $non_clock_inputs
set_output_delay [expr $clk_period * $clk_io_pct] -clock clk0 [all_outputs]
==> notes.md <==
fresh numbers from the pnr run: upper clock frequency limit=0.462 GHz, stages on the worst setup path=8, clock network fraction of total power=0, gate count after technology mapping=22, top routing layer used=met3, measured slew at the worst slew-check pin=0.259 ns, area overhead of the layout relative to synthesis=196%, Pins Over Slew Limit=0, Seq. cell area=0 um^2, routed wire length per instance=9.04 um, sequential cell area fraction in the yosys report=0, standard cell core area=3420 um^2, largest net degree at the start of global routing=6, number of maximum-capacitance constraint violations=0, CTS Hold Bufs=0, y dimension of the die=80 um, Die Outline Area=6400 um^2, detailed route wirelength on metal2=225 um, post-layout period usage of the worst path=1.03, Synth Warn #=0, Yosys Instances=22, post-route setup TNS=-0.0630 ns, Post-Synthesis Cell Area=193 um^2, final weighted congestion in routability-driven placement=0.772, remaining global-route overflow=0, total I/O pin count=14, static power due to leakage=0.228 nW, vias post-DR=246, PortBufs=14, flip-flops=0, Worst path slowest cell=sky130_fd_sc_hd__a2111oi_4, final cell count without fillers=90, DRC violations left=0, run status=finished, violations left, total detailed-routing wirelength=814 um, largest area contributor in the netlist=sky130_fd_sc_hd__ha_1, first-pass GRT wire length=1390 um, antenna viol nets, final=0, failing checks=setup timing, dpl ws=-0.915 ns, Gate power share=1.000, Starting DRT DRC Count=15, total inserted antenna cells=0, switching power as a share of total power=0.364, Worst Setup Path Type=in -> out, share of power burned in registers=0, WL met3=171 um, setup repair after global routing missed its margin=true, number of distinct library cell variants in the gate-level netlist after synthesis=17, Die X-Extent=80 um, largest fanout on the critical path=3, clock buffer instance count of the final layout=0, Placement Cell Area=420 um^2, per-instance average area after synthesis=8.76 um^2, Final Hold Violating Endpoints=0, Internal=0.119 mW, DP Cell Count=86, overall power after layout=0.187 mW, Core Rows=21, Worst path top cell family by delay=AND-OR/OR-AND gates, detailed-routing wirelength on met1=417 um, utilization after layout=0.167, beginning of the critical path=B[3], final non-filler cell area=571 um^2, Setup Viol. Count Final=1, arrival time of data at the critical path endpoint=1.74 ns, number of antenna violations at the first check in global routing=0, hold path depth=5, proportion of layout cells with a drive suffix above 1=0.705, number of warnings in the stage logs=34, ranking of synthesized cells by area=sky130_fd_sc_hd__ha_1, sky130_fd_sc_hd__xnor2_1, sky130_fd_sc_hd__fa_1, type of the worst min-delay path=in -> out, power density over the cells=327 nW/um^2, critical path startpoint category=input pin, IR drop worst, VDD=0.0763 mV, area share of the largest cell type after synthesis=0.195, Critical path buffers and inverters=3, yosys stat chip area=193 um^2, largest stage delay on the critical path=0.31 ns, placed wire-length estimate=610 um, starting utilization of the core area=0.0564, Final Critical Period=2.16 ns, Rel. slew slack=0.826, detail-routed via count per cell=2.73, crit end category=primary output, Hold Worst Slack=1.32 ns, Global Route Usage Sum=0.0261, worst-case setup margin in the final layout=-0.0630 ns, number of iterations in the first detailed-routing pass=3, crit path cell chain=buf_8 -> xnor2_4 -> ha_4 -> buf_6 -> nor3b_4 -> a2111oi_4 -> o311ai_1 -> buf_2, switching power summed over all nets=0.0680 mW, Worst Setup EP=Result[3], Req. time, crit path=1.68 ns, number of global-route vias before repair=273, layout filler cell count=388
-- synthesized netlist by cell type, drive strengths merged --
| cell type | count |
|---|---|
| ha | 3 |
| xnor2 | 3 |
| or2 | 1 |
| fa | 1 |
| nor4b | 1 |
| and3b | 1 |
| nor3b | 1 |
| nor2 | 1 |
| nand2b | 1 |
| o2111ai | 1 |
| and2 | 1 |
| inv | 1 |
| a2111oi | 1 |
| o311ai | 1 |
| xor2 | 2 |
| a21oi | 1 |
| o21bai | 1 |
-- power groups by stage --
stage     clock network, mW  registers [mW]  logic, mW
4_1_cts                   0               0      0.145
5_1_grt                   0               0      0.207
6_report                  0               0      0.187
-- how the worst min path moves through the flow --
| stage | startpoint | end |
|---|---|---|
| after CTS | A[0] | Result[3] |
| final | B[0] | Result[3] |
| after global routing | A[0] | Result[3] |
-- kinds of logic (layout without fill, tap and decap cells) --
kind of cell	after synthesis	in the layout	share of synthesized area
AND/OR/NAND/NOR	7	7	0.247
AND-OR/OR-AND	5	5	0.208
XOR/XNOR	5	5	0.227
adder cells (fa/ha/maj)	4	4	0.299
buffers and inverters	1	23	0.0195
-- placed cells by master, fill, tap and decap left out, drive strengths merged --
master and count:
buf 16, dlygate4sd2 3, xnor2 3, ha 3, xor2 2, nor2 1
and2 1, or2 1, inv 1, a21oi 1, o21bai 1, nand2b 1
nor4b 1, and3b 1, nor3b 1, a2111oi 1, o2111ai 1, o311ai 1
fa 1, clkdlybuf4s15 1, clkbuf 1, clkdlybuf4s50 1
-- layout make-up --
type | instances | area [um^2] | share of cell area
Multi-Input combinational cell | 21 | 307 | 0.537
Inverter | 1 | 3.75 | 0.00658
Tap cell | 46 | 57.6 | 0.101
Timing Repair Buffer | 22 | 203 | 0.355
-- repair_timing --
item,CTS,global route
resized,54,14
endpoints found under the setup margin,4,4
pin swaps,15,11
setup buffers,3,1
-- layer usage --
layer / global-route usage / vias up
met3: 0.0205 / 0
li1: - / 130
met5: 0 / -
met4: 0 / 0
met2: 0.0257 / 14
met1: 0.0417 / 102
No activity file was given, so power comes from the tool's default toggle rates.
